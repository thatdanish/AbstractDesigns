## flow/constraint.sdc

```tcl
current_design Fifo

set clk_period 10.6
set clk_io_pct 0.2

create_clock -name clk0 -period $clk_period [get_ports {clk_i}]

set non_clock_inputs [all_inputs -no_clocks]
set_input_delay [expr $clk_period * $clk_io_pct] -clock clk0 $non_clock_inputs
set_output_delay [expr $clk_period * $clk_io_pct] -clock clk0 [all_outputs]
```

## flow/run.sh

```bash
#!/bin/bash
# OpenROAD 26Q1-2900-gdf79404cd8, Yosys 0.63+post, stock flow scripts
make -C /OpenROAD-flow-scripts/flow DESIGN_CONFIG=/design/flow/config.mk WORK_HOME=/design/flow/orfs finish
```

## flow/design.v

```verilog
`default_nettype none
`timescale 1ns/1ps
module Fifo #(
    parameter LEN = 10,
    parameter SIZE = 32
) (
    input logic clk_i,
    input logic rst_i,
    input logic valid_i,
    input logic ready_i,
    input logic[SIZE-1:0] data_i,
    output logic[SIZE-1:0] data_o,
    output logic valid_o,
    output logic is_full_o
);
localparam PTR_BIT = 32;
logic [PTR_BIT-1:0] w_ptr, r_ptr;
logic [SIZE-1:0] fifo [LEN-1:0];
logic [LEN-1:0] data_stored;
assign is_full_o = & (data_stored);
always_ff @( posedge clk_i ) begin
    if (rst_i == 1'b0) begin
        w_ptr <= '0;
        r_ptr <= '0;
        data_stored <= '0;
        data_o <= '0;
        valid_o <= 1'b0;
    end else begin
        valid_o <= 1'b0;
        if (valid_i == 1'b1) begin  
            w_ptr <= (w_ptr < LEN-1) ? w_ptr + 'd1 : '0;
            fifo[w_ptr] <= data_i;
            data_stored[w_ptr] <= 1'b1;
        end else if (ready_i == 1'b1) begin  
            r_ptr <= (r_ptr < LEN-1) ? r_ptr + 'd1 : '0;
            data_o <= fifo[r_ptr];
            data_stored <= 1'b0;
            valid_o <= 1'b1;
        end else begin
            r_ptr <= r_ptr;
            w_ptr <= w_ptr;
        end
    end
end
endmodule
```

## flow/config.mk

```make
export PLATFORM = sky130hd
export DESIGN_NAME = Fifo
export DESIGN_NICKNAME = Fifo
export VERILOG_FILES = /design/flow/design.v
export SDC_FILE = /design/flow/constraint.sdc
export NUM_CORES = 4
export LEC_CHECK = 1
export CORE_UTILIZATION = 40
```

==> run summary <==
yosys + openroad results -> Core ar. 43080 sq um, Layout Cells excl Fill 1867, vias in the first global route 10245, total clock sinks about 430, max frequency 0.2440 GHz, post-CTS setup-driven buffer insertion count 0, Initial Util 40.56%, ys cells 1185, cell area power density between 150 and 200 nW/um^2, cell count after synthesis 1185, NetSw 0.7807 mW, synthesized area 17470 sq um, Tot Pwr 3.616 mW, # setup viols final 0, WHS Path Cells 2, GRT Residual Overflow 0, Commonest flop edfxtp_1, first-pass GRT wire length approximately 58 mm, Min Hold Slack 446.2 ps, post-layout util 46.96%, count of library flops with an enable pin 320, worst path arrival time 4590 ps, count of tool warnings 30, Sw Share around 22%, Worst Clk Skew 23.61 ps, leading area contributor after synthesis edfxtp_1, largest net degree at the start of global routing 68, drt total wl around 37 mm, Tcrit/Tclk final between 30% and 40%, Post-CTS Resized 0, Die Footprint 44520 sq um, ys async rst share 0%, initial antenna violation count 1, Finished Cell Area 20230 sq um, Max Slew Vio Count 0, placed cell areas between 15000 and 20000 sq um, Place WS 5984 ps, fill count roughly 3600, post-route setup slack approximately 6500 ps, IR drop worst, VDD 0.1246 mV, worst-margin pin slew between 800 and 900 ps, WS Path Type input port to flip-flop, reg2reg path depth 10, share of power burned in registers about 51%, Critical Path Source Type input port, Clock power frac 43.2%, post-route DRC violation count 0, Inserted Clock Buffers between 40 and 50, Hold WC Path Type flip-flop to flip-flop, Final Hold Fails 0, # Max-Cap Violations 0, flop and latch count out of synthesis 427, clk root buf clkbuf_16, sequential fraction of the synthesis area 67.26%, Via density 5.400, DRT iter0 DRCs 677, Post-DP HPWL 19.82 mm, status completed, yosys warns 1, internal power between 2 and 3 mW, synthesis-to-finish area growth 15.79%, DR vias 10081, crit-path max FO 10, antenna viol nets, final 0, Port Buffers slightly below 70, CTS tree yes, Cell Type Count 67, synthesized area per cell approximately 15 sq um, wire per inst 19.91 microns, CTS Hold Bufs 0, max_slew headroom 39.54%, Total Routing Usage GR 18.54%, static leakage 6.458 nW, Top Ports 70, YS chip area around 17000 sq um, kind of end point of the critical path flip-flop, Die Y-Extent 211.0 microns, Die X approximately 210 microns, Inst Count DP 1783, # H-tree levels 2, combinational power share 6.3%, row count 76, CTS Buffer Depth 3, share of layout cells above drive strength 1 14.66%, iteration tally of the first detailed-router pass 5, n_diodes 0, RD Place Congestion between 0.8 and 0.9, CTS clk-pin slew, worst paths 50 ps, TNS Setup 0 ps, minimum clock period approximately 4100 ps, Top cells by area edfxtp_1, dfxtp_1, mux4_2, Area leader share 55.00%, clk latency late pin 580 ps, RSZ-0062 raised after global routing no, CP Data Required Time 11090 ps
per-layer routing:
layer / global-route usage [%] / vias to the layer above / share of wire, %
met4: 3.948 / 2 / 2.4
met1: 28.00 / 4870 / 43
met3: 9.049 / 67 / 11
met5: 0 / - / 0.035
li1: - / 4717 / -
met2: 26.17 / 425 / 44
sequential cells by signal, indices dropped and copies added (netlist names):
signal,count
r_ptr,32
fifo,320
data_stored,10
valid_o,1
w_ptr,32
data_o,32
cell usage after synthesis, drive strengths merged (3+ instances only):
library cell,count
a31oi,17
and3,18
xor2,13
and2,9
nor3b,3
ha,7
a41oi,6
inv,11
or4,14
nand3,16
and4,9
nand2,39
mux4,64
a211oi,67
o21ai,18
or2,3
mux2i,35
clkbuf,55
nor2,90
a21oi,57
nand4,16
nor4,17
xnor2,26
buf,24
nor2b,70
nor3,15
edfxtp,320
or3,7
dfxtp,107
final cells by class:
class	count	area [sq um]	area share (%)
Clock buffer	66	1305	6.451
Clock inverter	18	196.4	0.9711
Inverter	11	41.29	0.2041
Multi-Input combinational cell	668	5338	26.39
Sequential cell	427	11760	58.13
Tap cell	585	732.0	3.618
Timing Repair Buffer	92	858.3	4.243
logic make-up (layout without fill, tap and decap cells):
group	Yosys count	after routing	synth area share [%]
flip-flops	427	427	67.26
AND/OR/NAND/NOR	336	336	10.64
AND-OR/OR-AND	187	187	7.090
multiplexers	99	99	10.26
buffers and inverters	90	187	2.292
XOR/XNOR	39	39	1.955
adder cells (fa/ha/maj)	7	7	0.5013
final timing paths:
check / start / end / slack, ps
worst max register to register: w_ptr[0]$_SDFFE_PN0P_ / data_stored[5]$_SDFFE_PN0P_ / 6680
worst max-delay path: valid_i / w_ptr[31]$_SDFFE_PN0P_ / 6500
worst min register to register: data_stored[1]$_SDFFE_PN0P_ / data_stored[1]$_SDFFE_PN0P_ / 450
worst min-delay path: data_stored[1]$_SDFFE_PN0P_ / data_stored[1]$_SDFFE_PN0P_ / 450
worst max-delay path, cell delays in order:
cell	delay, ps
clkdlybuf4s50_1	690
and2_1	260
and3_1	320
nor3b_1	580
nand2_1	190
nor2_1	220
a31oi_1	110
nor2_1	90
layout by cell type, fill, tap and decap left out, drive strengths merged, types with 17 or more instances in the layout:
| cell | n |
|---|---|
| o21ai | 18 |
| mux4 | 64 |
| nor4 | 17 |
| mux2i | 35 |
| nor2 | 90 |
| xnor2 | 26 |
| clkbuf | 66 |
| clkdlybuf4s50 | 68 |
| a21oi | 57 |
| nor2b | 70 |
| and3 | 18 |
| a31oi | 17 |
| buf | 24 |
| a211oi | 67 |
| dfxtp | 107 |
| nand2 | 39 |
| edfxtp | 320 |
power groups by stage:
| stage | Sequential, mW | Clock [mW] | Combinational [mW] |
|---|---|---|---|
| CTS | 1.83 | 1.60 | 0.229 |
| global route | 1.83 | 1.66 | 0.251 |
| finish | 1.83 | 1.56 | 0.227 |
No activity file was given, so power comes from the tool's default toggle rates.
