[run.sh]
#!/bin/bash
# OpenROAD 26Q1-2900-gdf79404cd8, Yosys 0.63+post, stock flow scripts
make -C /OpenROAD-flow-scripts/flow DESIGN_CONFIG=/design/flow/config.mk WORK_HOME=/design/flow/orfs finish
[config.mk]
export PLATFORM = sky130hd
export DESIGN_NAME = MavgFilter
export DESIGN_NICKNAME = MavgFilter
export VERILOG_FILES = /design/flow/design.v
export SDC_FILE = /design/flow/constraint.sdc
export NUM_CORES = 4
export LEC_CHECK = 1
export CORE_UTILIZATION = 30
[constraint.sdc]
current_design MavgFilter

set clk_period 14.3
set clk_io_pct 0.2

create_clock -name clk0 -period $clk_period [get_ports {clk_i}]

set non_clock_inputs [all_inputs -no_clocks]
set_input_delay [expr $clk_period * $clk_io_pct] -clock clk0 $non_clock_inputs
set_output_delay [expr $clk_period * $clk_io_pct] -clock clk0 [all_outputs]
[design.v]
`default_nettype none
module MavgFilter #(
    parameter COEFF_BITS = 8,
    parameter INPUT_BITS = 16,
    parameter OUTPUT_BITS = 32
) (
    input logic clk_i,
    input logic rst_i,
    input logic signed [INPUT_BITS-1:0] original_data,
    output logic signed [OUTPUT_BITS-1:0] filtered_data
);
logic signed [COEFF_BITS-1:0] b [7:0];
logic signed [INPUT_BITS-1:0] sample [6:0];
generate
    genvar i;
    for (i = 0; i < 8; i++) begin
        assign  b[i] = 8'b00010000;
    end
endgenerate
always_ff @( posedge clk_i ) begin
    if (rst_i == 1'b0) begin
        sample[0] <= '0;
        sample[1] <= '0;
        sample[2] <= '0;
        sample[3] <= '0;
        sample[4] <= '0;
        sample[5] <= '0;
        sample[6] <= '0;
    end else begin
        sample[0] <= original_data;
        sample[1] <= sample[0];
        sample[2] <= sample[1];
        sample[3] <= sample[2];
        sample[4] <= sample[3];
        sample[5] <= sample[4];
        sample[6] <= sample[5];
    end
end
assign filtered_data = (b[0] * original_data) +
                       (b[1] * sample[0]) +
                       (b[2] * sample[1]) +
                       (b[3] * sample[2]) +
                       (b[4] * sample[3]) +
                       (b[5] * sample[4]) +
                       (b[6] * sample[5]) +
                       (b[7] * sample[6]) ;
endmodule
==> deck_impl_summary.md <==
Synthesis and Place & Route Summary

Yosys
  • Total number of yosys warnings: 3
  • Dominant register cell: dfxtp_1
  • Post-Syn Area: 6809 um2
  • Seq share, synth: 32.93%
  • Flops out of synthesis: 112
  • Async set-reset flop share out of synthesis: 0%
  • Yosys cell types: 41
  • Yosys cell count: 688
  • Chip Area, Yosys: 6809 um2
  • Post-Syn Instances: 688
  • Flip-flops with a built-in enable: 0
  • Mapped Avg Cell Area: 9.897 um2

Global route
  • Initial antenna violation count: 0
  • Pin count of the biggest net entering global routing: 58
  • Overall Global Routing Usage: 9.926%
  • First-pass GRT wire length: 18.29 mm
  • Remaining Overflow, GRT: 0
  • Vias in the first global route: 4,008

Route
  • Final wirelength: 9.806 mm
  • Total number of vias: 3,884
  • DRT antenna net count: 0
  • Iter 0 DRT Violations: 120
  • Via density: 3.838
  • N_diodes: 0
  • Drt drc: 0
  • Drt pass-1 iters: 15
  • Mean routed wirelength per cell: 9.690 um

STA
  • Worst-Margin Slew: 0.7709 ns
  • Fmax: 0.09057 GHz
  • Setup violations, final: 0
  • Rel. slew slack: 48.61%
  • Post-route minimum period: 11.04 ns
  • Total Negative Setup Slacks: 0 ns
  • Final period utilization: 77.21%
  • Final Max Slew Viols: 0
  • Final Hold Vio Count: 0
  • RSZ-0062 raised after global routing: false
  • Clock skew: 0.009963 ns

Clock tree
  • CTS root buffer: clkbuf_16
  • Post-CTS Hold Buffers: 0
  • Sink Count: 112
  • Total CTS buffers: 9
  • Clk slew on worst S/H paths: 0.08 ns
  • H-tree Lvls: 3
  • Clock tree buffer depth: 2
  • Post-CTS Setup Inserts: 0
  • CTS tree: done
  • CTS resizes: 0
  • Latency at later pin: 0.36 ns

Cells and area
  • Largest regs: sample: 112 flops
  • FF+latch area: 2242 um2
  • Design Area, Final: 7828 um2
  • Biggest register: sample
  • Logic area: 3606 um2
  • Fillcell total: 2,179
  • Number of flip-flops under the largest register name: 112
  • Fraction of layout cells with a size suffix above 1: 3.689%
  • Final Util: 35.54%
  • Syn-to-layout area delta: 14.96%

Power
  • Pleak: 3.713 nW
  • Register share of total power: 35.5%
  • Total power: 0.9071 mW
  • Switching Share: 30.87%
  • Clock share of power: 28.9%
  • Internal power: 0.6271 mW
  • VDD IR max: 54.98 uV
  • Pwr per Cell Area: 115.9 nW/um2
  • Psw: 0.2801 mW
  • Comb pwr share: 35.6%

Die
  • Row count: 54
  • Die Span X: 152.7 um
  • Num ports: 50
  • Init Core Util: 30.91%
  • Core Footprint: 22,030 um2
  • Die height: 152.7 um
  • Die area: 23,300 um2

Critical path
  • Crit path DAT: 8.18 ns
  • CP endpoint kind: primary output
  • CP Launch Type: primary input
  • Critical-path cell list: clkdlybuf4s50_1, inv_1, fa_1, inv_1, fa_1, fa_1, inv_1, fa_1, inv_1, ha_1, inv_1, fa_1, and2b_1, o2111ai_2, a211oi_2, o21bai_1, nand2_1, a31oi_1, clkdlybuf4s50_1
  • CP peak stage delay: 0.58 ns
  • Worst-path fanout max: 6
  • Critical path's slowest cell: clkdlybuf4s50_1
  • Setup CP Type: in -> out
  • Critical path required time: 11.44 ns

Place
  • Routability congestion estimate: 0.8006
  • I/O Buffers: 45
  • Post-detail-place hpwl: 7.785 mm
  • Placed Instance Area: 7511 um2

Job
  • Max_cap viols: 0
  • OpenROAD warnings: 25

Outcome
  • Status: finished, final reports clean

Worst hold path
  • Worst min path class: reg -> reg
cell usage after synthesis (2+ instances only):
library cell  number  area [um2]
nand4_1            2       12.51
nand2_1           11       41.29
clkbuf_1          12       45.04
fa_1             100        2002
and2_1           113       706.9
a211oi_2           2       25.02
a21oi_1           15       75.07
xor2_1             7       61.31
nor2_1             6       22.52
xnor2_1            8       70.07
mux2i_1            2       20.02
o21ai_0            5       25.02
dfxtp_1          112        2242
nand3_1            2       10.01
inv_1            229       859.6
buf_4              9       67.56
a21o_1             6       45.04
a31oi_1            2       12.51
nor2b_1            2       12.51
o21a_1             2       15.01
ha_1              21       262.8
final timing paths:
| kind | start | to | slack, ns | cells after the start |
|---|---|---|---|---|
| min | sample[4][10] | sample[5][10] | 0.45 | 1 |
| min reg2reg | sample[4][10] | sample[5][10] | 0.45 | 1 |
| max | original_data[2] | filtered_data[31] | 3.26 | 19 |
| max reg2reg | sample[5][15] | sample[6][15] | 13.71 | 1 |
critical path, delay by kind of cell:
family                   cells  cell delay (ns)
AND-OR/OR-AND                4             1.14
buffers and inverters        7             1.33
AND/OR/NAND/NOR              2             0.32
adder cells (fa/ha/maj)      6             2.53
kinds of logic after synthesis:
kind of cell,after synthesis,share of synthesized area [%]
DFF,112,32.93
other,1,0.05507
xor gates and xnor gates,15,1.929
and+or+nand+nor,141,12.35
muxes,2,0.2940
AOI/OAI and AO/OA,46,4.906
adders and majority gates,121,33.26
buffers and inverters,250,14.28
layout by cell type, fill, tap and decap left out, types with 7 or more instances in the layout:
| master | n |
|---|---|
| inv_1 | 229 |
| clkbuf_16 | 9 |
| and2_1 | 113 |
| ha_1 | 21 |
| fa_1 | 100 |
| xnor2_1 | 8 |
| nand2_1 | 11 |
| a21oi_1 | 15 |
| clkdlybuf4s50_1 | 44 |
| dfxtp_1 | 112 |
| xor2_1 | 7 |
power groups by stage:
| stage | combinational, mW | clock, mW | sequential, mW |
|---|---|---|---|
| finish | 0.323 | 0.262 | 0.322 |
| global route | 0.373 | 0.286 | 0.323 |
| CTS | 0.332 | 0.273 | 0.322 |
routing by layer:
| metal | vias to the layer above | global-route usage, % | part of all wire, % | wire length [um] |
|---|---|---|---|---|
| met4 | 0 | 0.9620 | 1.2 | 119 |
| met5 | - | 0 | 0 | 0 |
| met3 | 7 | 3.651 | 6.5 | 641 |
| met1 | 1807 | 15.32 | 51 | 5045 |
| met2 | 63 | 14.29 | 41 | 4000 |
| li1 | 2007 | - | - | - |
through the flow:
stage | instances | hold WS [ns] | setup WS [ns]
6_report | 1012 | 0.4501 | 3.259
5_1_grt | 1012 | 0.4659 | 2.938
4_1_cts | 1012 | 0.4538 | 3.255
3_5_place_dp | 996 | 0.4383 | 3.287
3_3_place_gp | 996 | 0.4349 | 3.361
2_1_floorplan | 691 | 0.4298 | 4.600
final cells by class:
type / instances / area share (%)
Sequential cell: 112 / 28.64
Clock buffer: 9 / 2.877
Multi-Input combinational cell: 329 / 46.07
Timing Repair Buffer: 46 / 5.786
Inverter: 229 / 10.98
Tap cell: 280 / 4.476
Clock inverter: 7 / 1.167
No activity file was given, so power comes from the tool's default toggle rates.
